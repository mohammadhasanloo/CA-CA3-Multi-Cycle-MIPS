==> flow/design.v <==
module Mux2to1_32bit( input [31:0] In1 , In2 ,input Sel , output [31:0]Out);
	assign Out = (Sel == 1'b0) ? In1 : 
	             (Sel == 1'b1) ? In2 : 32'bx;
endmodule
module Mux2to1_4bit( input [4:0] In1 , In2 ,input Sel , output [4:0]Out);
	assign Out = (Sel == 1'b0) ? In1 : 
	             (Sel == 1'b1) ? In2 : 4'bx;
endmodule
module Mux3to1_5bit( input [4:0] In1 , In2, In3 , input [1:0]Sel , output [4:0]Out);
	assign Out = (Sel == 2'b00) ? In1 : 
	             (Sel == 2'b01) ? In2 : 
	             (Sel == 2'b10) ? In3 : 5'bx;
endmodule
module Mux3to1_32bit( input [31:0] In1 , In2, In3 , input [1:0]Sel , output [31:0]Out);
	assign Out = (Sel == 2'b00) ? In1 : 
	             (Sel == 2'b01) ? In2 : 
	             (Sel == 2'b10) ? In3 : 32'bx;
endmodule
module Mux4to1_32bit( input [31:0] In1 , In2, In3 , In4 , input [1:0]Sel , output [31:0]Out);
	assign Out = (Sel == 2'b00) ? In1 : 
	             (Sel == 2'b01) ? In2 : 
	             (Sel == 2'b10) ? In3 : 
	             (Sel == 2'b11) ? In4 : 32'bx;
endmodule
==> flow/run.sh <==
#!/bin/bash
# OpenROAD 26Q1-2900-gdf79404cd8, Yosys 0.63+post, stock flow scripts
make -C /OpenROAD-flow-scripts/flow DESIGN_CONFIG=/design/flow/config.mk WORK_HOME=/design/flow/orfs finish
==> flow/config.mk <==
export PLATFORM = sky130hd
export DESIGN_NAME = Mux3to1_5bit
export DESIGN_NICKNAME = Mux3to1_5bit
export VERILOG_FILES = /design/flow/design.v
export SDC_FILE = /design/flow/constraint.sdc
export NUM_CORES = 4
export LEC_CHECK = 1
export CORE_AREA = 10 10 70 70
export DIE_AREA = 0 0 80 80
==> flow/constraint.sdc <==
current_design Mux3to1_5bit

set clk_period 1.3
set clk_io_pct 0.2

create_clock -name clk0 -period $clk_period

set non_clock_inputs [all_inputs -no_clocks]
set_input_delay [expr $clk_period * $clk_io_pct] -clock clk0 $non_clock_inputs
set_output_delay [expr $clk_period * $clk_io_pct] -clock clk0 [all_outputs]
==> notes.md <==
run metrics: status complete, no violations, Synth Warn # 0, post-route cell area 403 um^2, Mapped Cells 17, seq_cells 0, fin. max-slew vios 0, PD cells 245 mW/mm^2, Worst-Margin Slew 0.152 ns, Synth area leader mux2i_1, final wirelength between 700 and 800 um, cell-internal power 70.5 uW, Compound Share, Synth 22.7%, Post-DP Area 402 um^2, Placer Congestion 0.820, fp util ~3.2%, first-pass GRT wire length between 1000 and 1500 um, Die H 80 um, initial antenna violation count 0, ratio of cells with drive above 1 in the final layout 26.8%, Synth Seq Share 0%, Sw Ratio 28.6%, fin util 11.8%, chip area 0.00640 mm^2, unrepaired setup endpoints after global routing false, filler instances 404, Leakage Power 0.221 nW, Clock Power Share 0%, antenna viol nets, final 0, Setup Crit Path Kind in2out, routed vias 208, f_max about 800 MHz, Sequential cell area 0 um^2, OpenROAD warnings 32, setup violators final 0, CP required 1.04 ns, largest net degree at the start of global routing 8, DRC Markers 0, Yosys chip area around 110 um^2, clkbuf count 0, Layout area overhead 266%, Multiplexer share between 40% and 50%, Setup crit start kind input port, vias in the first global route 220, Comb pwr share about 100%, CP max FO 1, Syn Area/Cell 6.48 um^2, Sw Pwr 28.3 uW, IO Pins 22, mapped cell area 110 um^2, First DRT Iteration DRCs 0, Core Rows 21, # Cells Yosys 17, Yosys cell types 5, Logic family by area multiplexers, relative slew slack 89.7%, core area about 0.0034 mm^2, max cap viols 0, die width roughly 80 um, WP data arrival ~1 ns, GR Util All Layers under 10%, Post-CTS Repair Setup Buffers 0, Basic Gates by Area 17.0%, hpwl dp 650 um, GRT overflow 0, Vias/cell approximately 2.4, Hold Crit Class in2out, I/O Buffers 22, Area leader share 45.5%, nature of the critical path endpoint output port, Wirelength per Cell between 8 and 9 um, Synth Area in XOR/XNOR 0%, Cell area leaders mux2i_1, o21ai_1, nand2_1, Pre-antenna DRT Iters 1, fin crit period 1.25 ns, ANT cells 0, Final Hold Vio Count 0, cycle use final about 96%, Peak supply drop 0.0223 mV, Reg power frac 0%, Hold-fix buffers, CTS 0, Adder Share, Synth 0%
==> area by class of cell <==
class                           instances  area, um^2  share of cell area (%)
Timing Repair Buffer                   26         248                    61.5
Multi-Input combinational cell         15        97.6                    24.2
Tap cell                               46        57.6                    14.3
==> power groups by stage <==
stage     clock network, mW  logic, mW  registers (mW)
4_1_cts                   0      0.102               0
5_1_grt                   0      0.110               0
6_report                  0     0.0988               0
==> what timing repair did <==
action | 4_1_cts | 5_1_grt
setup endpoints to repair | 5 | 4
gates resized | 21 | 9
pin swaps | 3 | 4
==> metal layers <==
metal | up-vias | GRT usage (%) | share of wire [%]
met2 | 13 | 3.61 | 45
met5 | - | 0 | 0
met1 | 87 | 2.24 | 42
met4 | 0 | 0 | 0
met3 | 0 | 1.14 | 13
li1 | 108 | - | -
==> synth_stat cells <==
library cell	instances
mux2i_1	5
o21ai_1	5
nand2_1	5
clkbuf_2	1
buf_6	1
==> final timing paths <==
path	from	end	slack, ns	cells past startpoint
worst max-delay path	In1[0]	Out[0]	0.05	4
worst min-delay path	In2[0]	Out[0]	0.87	4
==> logic make-up after synthesis <==
group           after synthesis
buf+inv                       2
compound gates                5
simple gates                  5
mux                           5
==> worst max-delay path, stage by stage <==
cell and delay [ns]:
clkdlybuf4s50_1 0.45, mux2i_1 0.06, o21ai_1 0.11, buf_2 0.11
==> cells in the final DEF (no fill, tap or decap) <==
cell type	n
o21ai_1	5
buf_4	1
mux2i_1	4
mux2i_2	1
dlymetal6s2s_1	7
nand2_1	5
buf_2	5
buf_6	3
clkbuf_2	1
dlygate4sd2_1	1
clkdlybuf4s50_1	8
==> metrics by stage <==
| stage | power [mW] | setup slack (ns) | cells | setup TNS (ns) | hold WS, ns |
|---|---|---|---|---|---|
| after floorplan | 0.0263 | 0.468 | 17 | 0 | 0.582 |
| after global placement | 0.112 | -0.516 | 87 | -2.53 | 1.43 |
| after detailed placement | 0.113 | -0.524 | 87 | -2.55 | 1.43 |
| after CTS | 0.102 | 0.0143 | 87 | 0 | 0.967 |
| after global routing | 0.110 | 0.00956 | 87 | 0 | 0.918 |
| final | 0.0988 | 0.0549 | 87 | 0 | 0.874 |
No activity file was given, so power comes from the tool's default toggle rates.
